<file path="config.mk">
export PLATFORM = sky130hd
export DESIGN_NAME = Top_Level
export DESIGN_NICKNAME = Top_Level
export VERILOG_FILES = /design/flow/design.v
export SDC_FILE = /design/flow/constraint.sdc
export NUM_CORES = 4
export LEC_CHECK = 1
export CORE_AREA = 10 10 94 94
export DIE_AREA = 0 0 104 104
</file>
<file path="constraint.sdc">
current_design Top_Level

set clk_period 2.5
set clk_io_pct 0.2

create_clock -name clk0 -period $clk_period [get_ports {clk}]

set non_clock_inputs [all_inputs -no_clocks]
set_input_delay [expr $clk_period * $clk_io_pct] -clock clk0 $non_clock_inputs
set_output_delay [expr $clk_period * $clk_io_pct] -clock clk0 [all_outputs]
</file>
<file path="design.v">
`timescale 1ns / 1ps
module ALU(
 output reg [31:0] data_out,
 input [31:0] Rs1,
 input [31:0] Rs2,
 input [5:0] opcode
 );
always@(Rs1, Rs2, opcode)
begin
case(opcode)
6'b000000: data_out = Rs1+Rs2;
6'b000001: data_out = Rs1-Rs2;
6'b000010: data_out = Rs1*Rs2;
6'b000011: data_out = ~Rs1;
default: data_out = 6'd0;
endcase
end
endmodule
`timescale 1ns / 1ps
module ID_EX_reg(
    input clk,
    input rst,
    input ControlMux,
    input [31:0] instr_in,
    input [31:0] pc_in,
    input [31:0] rdata1_in,
    input [31:0] rdata2_in,
    input [4:0] rs1_in,
    input [4:0] rs2_in,
    input [4:0] rd_in,
    input [5:0] opcode_in,
    output reg [31:0] instr_out,
    output reg [31:0] pc_out,
    output reg [31:0] rdata1_out,
    output reg [31:0] rdata2_out,
    output reg [4:0] rs1_out,
    output reg [4:0] rs2_out,
    output reg [4:0] rd_out,
    output reg [5:0] opcode_out
);
    always @(posedge clk or posedge rst) begin
        if (rst) begin
            instr_out <= 32'b0;
            pc_out <= 32'b0;
            rdata1_out <= 32'b0;
            rdata2_out <= 32'b0;
            rs1_out <= 5'b0;
            rs2_out <= 5'b0;
            rd_out <= 5'b0;
            opcode_out <= 6'b0;
        end else if (!ControlMux) begin
            instr_out <= instr_in;
            pc_out <= pc_in;
            rdata1_out <= rdata1_in;
            rdata2_out <= rdata2_in;
            rs1_out <= rs1_in;
            rs2_out <= rs2_in;
            rd_out <= rd_in;
            opcode_out <= opcode_in;
        end
    end
endmodule
`timescale 1ns / 1ps
module Hazard_Detection_Unit(
    input [5:0] ID_EX_opcode,
    input [4:0] ID_EX_rs1,
    input [4:0] ID_EX_rs2,
    input [4:0] IF_ID_rs1,
    input [4:0] IF_ID_rs2,
    output reg PCWrite,
    output reg IF_ID_Write,
    output reg ControlMux
);
    always @(*) begin
        if ((ID_EX_opcode != 6'b000000) && (ID_EX_opcode != 6'b000010) &&
            ((ID_EX_rs1 == IF_ID_rs1) || (ID_EX_rs2 == IF_ID_rs2))) begin
            PCWrite = 1'b0;
            IF_ID_Write = 1'b0;
            ControlMux = 1'b1;
        end else begin
            PCWrite = 1'b1;
            IF_ID_Write = 1'b1;
            ControlMux = 1'b0;
        end
    end
endmodule
`timescale 1ns / 1ps
module EX_MEM_reg(
    input clk,
    input rst,
    input [31:0] instr_in,
    input [31:32] pc_in,
    input [31:0] ALU_Out_in,
    input [31:0] rdata2_in,
    input [4:0] rd_in,
    input [5:0] opcode_in,
    output reg [31:0] instr_out,
    output reg [31:0] pc_out,
    output reg [31:0] ALU_Out_out,
    output reg [31:0] rdata2_out,
    output reg [4:0] rd_out,
    output reg [5:0] opcode_out
);
    always @(posedge clk or posedge rst) begin
        if (rst) begin
            instr_out <= 32'b0;
            pc_out <= 32'b0;
            ALU_Out_out <= 32'b0;
            rdata2_out <= 32'b0;
            rd_out <= 5'b0;
            opcode_out <= 6'b0;
        end else begin
            instr_out <= instr_in;
            pc_out <= pc_in;
            ALU_Out_out <= ALU_Out_in;
            rdata2_out <= rdata2_in;
            rd_out <= rd_in;
            opcode_out <= opcode_in;
        end
    end
endmodule
`timescale 1ns / 1ps
module IF_ID_reg(
    input clk,
    input rst,
    input IF_ID_Write,
    input [31:0] instr_in,
    input [31:0] pc_in,
    output reg [31:0] instr_out,
    output reg [31:0] pc_out
);
    always @(posedge clk or posedge rst) begin
        if (rst) begin
            instr_out <= 32'b0;
            pc_out <= 32'b0;
        end else if (IF_ID_Write) begin
            instr_out <= instr_in;
            pc_out <= pc_in;
        end
    end
endmodule
`timescale 1ns / 1ps
module MEM_WB_reg(
    input clk,
    input rst,
    input [31:0] instr_in,
    input [31:0] pc_in,
    input [31:0] ALU_Out_in,
    input [31:0] rdata2_in,
    input [4:0] rd_in,
    input [5:0] opcode_in,
    output reg [31:0] instr_out,
    output reg [31:32] pc_out,
    output reg [31:0] ALU_Out_out,
    output reg [31:0] rdata2_out,
    output reg [4:0] rd_out,
    output reg [5:0] opcode_out
);
    always @(posedge clk or posedge rst) begin
        if (rst) begin
            instr_out <= 32'b0;
            pc_out <= 32'b0;
            ALU_Out_out <= 32'b0;
            rdata2_out <= 32'b0;
            rd_out <= 5'b0;
            opcode_out <= 6'b0;
        end else begin
            instr_out <= instr_in;
            pc_out <= pc_in;
            ALU_Out_out <= ALU_Out_in;
            rdata2_out <= rdata2_in;
            rd_out <= rd_in;
            opcode_out <= opcode_in;
        end
    end
endmodule
`timescale 1ns / 1ps
module PC (
    input clk,
    input rst,
    input PCWrite,
    input [31:0] PC_next,
    output reg [31:0] PC_out
);
    always @(posedge clk or posedge rst) begin
        if (rst) begin
            PC_out <= 0;
        end else if (PCWrite) begin
            PC_out <= PC_next;
        end
    end
endmodule
`timescale 1ns / 1ps
module Top_Level(
    output [31:0] rdata1,
    output [31:0] rdata2,
    output [31:0] ALU_Out,
    output [31:0] instr,
    input rst,
    input clk
);
    wire [31:0] pc_out, pc_next;
    wire [31:0] IF_ID_instr, ID_EX_instr, EX_MEM_instr, MEM_WB_instr;
    wire [31:0] IF_ID_pc, ID_EX_pc, EX_MEM_pc, MEM_WB_pc;
    wire [31:0] ID_EX_rdata1, ID_EX_rdata2, EX_MEM_rdata2, MEM_WB_rdata2;
    wire [31:0] ID_EX_ALU_Out, EX_MEM_ALU_Out, MEM_WB_ALU_Out;
    wire [4:0] ID_EX_rs1, ID_EX_rs2, ID_EX_rd, EX_MEM_rd, MEM_WB_rd;
    wire [5:0] ID_EX_opcode, EX_MEM_opcode, MEM_WB_opcode;
    wire PCWrite, IF_ID_Write, ControlMux;
    PC uut1 (
        .clk(clk),
        .rst(rst),
        .PCWrite(PCWrite),
        .PC_next(pc_next),
        .PC_out(pc_out)
    );
    instr_mem uut4 (
        .instr(instr),
        .clk(clk),
        .rst(rst),
        .PC(pc_out)        
    );
    IF_ID_reg IF_ID (
        .clk(clk),
        .rst(rst),
        .IF_ID_Write(IF_ID_Write),
        .instr_in(instr),
        .pc_in(pc_out),
        .instr_out(IF_ID_instr),
        .pc_out(IF_ID_pc)
    );
    wire [4:0] rs1, rs2, rd;
    assign rs1 = IF_ID_instr[25:21];
    assign rs2 = IF_ID_instr[20:16];
    assign rd = IF_ID_instr[15:11];
    wire w_e = 1'b0; 
    reg_file uut2 (
        .rs1(rs1),
        .rs2(rs2),
        .rd(MEM_WB_rd),
        .clk(clk),
        .rst(rst),
        .w_e(w_e),
        .data_in(MEM_WB_ALU_Out),
        .rdata1(rdata1),
        .rdata2(rdata2)
    );
    ID_EX_reg ID_EX (
        .clk(clk),
        .rst(rst),
        .ControlMux(ControlMux),
        .instr_in(IF_ID_instr),
        .pc_in(IF_ID_pc),
        .rdata1_in(rdata1),
        .rdata2_in(rdata2),
        .rs1_in(rs1),
        .rs2_in(rs2),
        .rd_in(rd),
        .opcode_in(IF_ID_instr[31:26]),
        .instr_out(ID_EX_instr),
        .pc_out(ID_EX_pc),
        .rdata1_out(ID_EX_rdata1),
        .rdata2_out(ID_EX_rdata2),
        .rs1_out(ID_EX_rs1),
        .rs2_out(ID_EX_rs2),
        .rd_out(ID_EX_rd),
        .opcode_out(ID_EX_opcode)
    );
    ALU uut3 (
        .Rs1(ID_EX_rdata1),
        .Rs2(ID_EX_rdata2),
        .opcode(ID_EX_opcode),
        .data_out(ALU_Out)
    );
    EX_MEM_reg EX_MEM (
        .clk(clk),
        .rst(rst),
        .instr_in(ID_EX_instr),
        .pc_in(ID_EX_pc),
        .ALU_Out_in(ALU_Out),
        .rdata2_in(ID_EX_rdata2),
        .rd_in(ID_EX_rd),
        .opcode_in(ID_EX_opcode),
        .instr_out(EX_MEM_instr),
        .pc_out(EX_MEM_pc),
        .ALU_Out_out(EX_MEM_ALU_Out),
        .rdata2_out(EX_MEM_rdata2),
        .rd_out(EX_MEM_rd),
        .opcode_out(EX_MEM_opcode)
    );
    MEM_WB_reg MEM_WB (
        .clk(clk),
        .rst(rst),
        .instr_in(EX_MEM_instr),
        .pc_in(EX_MEM_pc),
        .ALU_Out_in(EX_MEM_ALU_Out),
        .rdata2_in(EX_MEM_rdata2),
        .rd_in(EX_MEM_rd),
        .opcode_in(EX_MEM_opcode),
        .instr_out(MEM_WB_instr),
        .pc_out(MEM_WB_pc),
        .ALU_Out_out(MEM_WB_ALU_Out),
        .rdata2_out(MEM_WB_rdata2),
        .rd_out(MEM_WB_rd),
        .opcode_out(MEM_WB_opcode)
    );
    Hazard_Detection_Unit hazard_unit (
        .ID_EX_opcode(ID_EX_opcode),
        .ID_EX_rs1(ID_EX_rs1),
        .ID_EX_rs2(ID_EX_rs2),
        .IF_ID_rs1(rs1),
        .IF_ID_rs2(rs2),
        .PCWrite(PCWrite),
        .IF_ID_Write(IF_ID_Write),
        .ControlMux(ControlMux)
    );
    assign pc_next = pc_out + 4;
endmodule
`timescale 1ns / 1ps
module instr_mem(
 output reg [31:0] instr,
 input clk,
 input rst,
 input [31:0] PC
 );
reg [31:0] memory [31:0];
initial begin
memory[0] = 32'b000000_00001_00000_00100_00000_000000;
memory[1] = 32'b000001_00001_00000_00100_00000_000000;
memory[2] = 32'b000010_00001_00000_00100_00000_000000;
memory[3] = 32'b000011_00001_00000_00100_00000_000000;
memory[4] = 32'b000000_00001_00000_00100_00000_000000;
memory[5] = 32'b000000_00001_00000_00100_00000_000000;
memory[6] = 32'b000000_00001_00000_00100_00000_000000;
memory[7] = 32'b000000_00001_00000_00100_00000_000000;
end
always@(posedge clk, posedge rst)
begin
if(rst)
instr = 0;
else
instr = memory[PC>>2];
end
endmodule
`timescale 1ns / 1ps
module reg_file (
    input [4:0] rs1,
    input [4:0] rs2,
    input [4:0] rd,
    input clk,
    input rst,
    input w_e,
    input [31:0] data_in,
    output reg [31:0] rdata1,
    output reg [31:0] rdata2
);
    reg [31:0] registers [0:31];
    integer i;
    initial begin
        registers[0] = 32'h00000009;  
        registers[1] = 32'h0000000A;
        registers[2] = 32'h00000002;
        registers[3] = 32'h00000003;
        registers[4] = 32'h00000004;
        registers[5] = 32'h00000005;
        registers[6] = 32'h00000006;
        registers[7] = 32'h00000007;
        registers[8] = 32'h00000008;
        registers[9] = 32'h00000009;
        registers[10] = 32'h0000000A;
        registers[11] = 32'h0000000B;
        registers[12] = 32'h0000000C;
        registers[13] = 32'h0000000D;
        registers[14] = 32'h0000000E;
        registers[15] = 32'h0000000F;
        registers[16] = 32'h00000010;
        registers[17] = 32'h00000011;
        registers[18] = 32'h00000012;
        registers[19] = 32'h00000013;
        registers[20] = 32'h00000014;
        registers[21] = 32'h00000015;
        registers[22] = 32'h00000016;
        registers[23] = 32'h00000017;
        registers[24] = 32'h00000018;
        registers[25] = 32'h00000019;
        registers[26] = 32'h0000001A;
        registers[27] = 32'h0000001B;
        registers[28] = 32'h0000001C;
        registers[29] = 32'h0000001D;
        registers[30] = 32'h0000001E;
        registers[31] = 32'h0000001F;
    end
    always @(posedge clk or posedge rst) begin
        if (rst) begin
            registers[0] <= 32'h00000009;
            registers[1] <= 32'h0000000A;
            registers[2] <= 32'h00000002;
            registers[3] <= 32'h00000003;
            registers[4] <= 32'h00000004;
            registers[5] <= 32'h00000005;
            registers[6] <= 32'h00000006;
            registers[7] <= 32'h00000007;
            registers[8] <= 32'h00000008;
            registers[9] <= 32'h00000009;
            registers[10] <= 32'h0000000A;
            registers[11] <= 32'h0000000B;
            registers[12] <= 32'h0000000C;
            registers[13] <= 32'h0000000D;
            registers[14] <= 32'h0000000E;
            registers[15] <= 32'h0000000F;
            registers[16] <= 32'h00000010;
            registers[17] <= 32'h00000011;
            registers[18] <= 32'h00000012;
            registers[19] <= 32'h00000013;
            registers[20] <= 32'h00000014;
            registers[21] <= 32'h00000015;
            registers[22] <= 32'h00000016;
            registers[23] <= 32'h00000017;
            registers[24] <= 32'h00000018;
            registers[25] <= 32'h00000019;
            registers[26] <= 32'h0000001A;
            registers[27] <= 32'h0000001B;
            registers[28] <= 32'h0000001C;
            registers[29] <= 32'h0000001D;
            registers[30] <= 32'h0000001E;
            registers[31] <= 32'h0000001F;
        end else if (w_e) begin
            if (rd != 0)  
                registers[rd] <= data_in;
        end
    end
    always @(*) begin
        rdata1 = registers[rs1];
        rdata2 = registers[rs2];
    end
endmodule
</file>
<file path="run.sh">
#!/bin/bash
# OpenROAD 26Q1-2900-gdf79404cd8, Yosys 0.63+post, stock flow scripts
make -C /OpenROAD-flow-scripts/flow DESIGN_CONFIG=/design/flow/config.mk WORK_HOME=/design/flow/orfs finish
</file>
==> results_slide.txt <==
Key Metrics from the Run

Synth
  – Cells after Synth: 223
  – Post-synthesis xor/xnor area fraction: 0.956%
  – Fa+ha+maj area frac: 12.0%
  – Main flop type: dfrtp_1
  – Yosys cell count: 223
  – Synth Seq Share: 19.1%
  – Synth area leader: buf_4
  – Top cells by count: buf_4, inv_1, ha_1
  – Top post-synthesis cells by area: buf_4, dfrtp_1, ha_1
  – Dominant kind of combinational cell: buffers and inverters
  – Yosys simple share: 6.55%
  – Post-synth mux share: 3.55%
  – Mapped Area: 1830 um2
  – Synth Area in Compound Gates: 9.28%
  – Most numerous cell in the Yosys netlist: buf_4
  – Flip-flops with a built-in enable: 0
  – Synth Warn #: 12
  – Yosys reg bits: 14
  – Syn_area_per_cell: 8.22 um2
  – Max-area cell share: 43.0%
  – FFs w/ async S/R, synth: 100%
  – Count of cell types in the netlist: 26
  – Yosys Chip Area: 1830 um2

Power
  – Peak supply drop: 0.307 mV
  – Pwr Density: 266 nW/um2
  – LEAKAGE: 0.00121 uW

Setup path
  – Crit path DRT: 2.00 ns
  – Slowest-stage cell, CP: dfrtp_1
  – CP startpoint kind: flop
  – Delay-heaviest family, CP: adder cells
  – Crit-path cells: inv_2 -> ha_4 -> inv_2 -> fa_2 -> ha_4 -> a21oi_4 -> ha_4 -> inv_2 -> o21ai_2 -> buf_6 -> buf_6 -> buf_2
  – Crit-path max cell delay: 0.39 ns
  – Capture point of the worst reg-to-reg path: ID_EX.opcode_out[1]
  – CP max FO: 4
  – Crit end category: output port
  – Flop-to-flop setup slack: 1.27 ns
  – CP bufs+invs: 6
  – Worst R2R Start: ID_EX.opcode_out[0]
  – Setup Crit Path Kind: reg -> out
  – Arr. time, crit path: 2.15 ns
  – FF-to-FF path depth: 3

Floorplanning
  – FP Rows: 30
  – Die height: 104 um
  – Die area: 10800 um2
  – IO Count: 130
  – Floorplan core density: 26.8%
  – Chip width: 104 um
  – Total core area: 6830 um2

Layout
  – Post-route cell area: 2230 um2
  – Syn-to-layout area delta: 21.8%
  – Reg area: 352 um2
  – Logic area: 1140 um2
  – Layout Cells excl Fill: 367
  – FILL cells: 718
  – Layout cell share with drive strength beyond 1: 35.1%

Timing
  – Layout Skew: 0.00195 ns
  – Final setup margin: -0.152 ns
  – RSZ-0062 raised after global routing: true
  – Final hold viol count: 0
  – Top achievable clock speed: 0.377 GHz
  – Min cycle time layout: 2.65 ns
  – Final Max Slew Viols: 0
  – Worst-margin pin slew: 0.512 ns
  – Slew margin rel.: 65.8%
  – Cycle use final: 106%
  – Count of final setup violators: 12

Place
  – Routability cong.: 0.828
  – Placed Area: 1990 um2
  – DP Cell Count: 351
  – Port Buffers: 39
  – DP HPWL: 3400 um

Detailed routing
  – Vias: 1245
  – Residual DRC: 0
  – ANT nets after route: 0
  – Drt via density: 3.39
  – Detailed Route Iter0 Violations: 7
  – WL per Instance: 11.1 um
  – Final WL: 4060 um
  – Diode count: 0
  – DRT Pass-1 Iters: 4

Min path
  – WHS Path Cells: 1
  – Hold EP: ID_EX.opcode_out[0]
  – Hold WC Path Type: reg -> reg
  – Hold Startpoint: IF_ID.instr_out[26]

Status
  – Status: finished, violations left
  – Failing checks: setup timing

Clock network
  – H-tree levels: 1
  – TritonCTS clock tree: yes
  – Clock latency (worst-skew pair): 0.24 ns
  – CTS Sinks: 14
  – TritonCTS buffer count: 3
  – CTS Hold Bufs: 0
  – Clock buffer depth: 2
  – Clock slew at reported path FFs: 0.06 ns
  – CTS root buf: clkbuf_8

GRT
  – Overall Global Routing Usage: 6.60%
  – Vias in the first global route: 1320
  – Largest net degree at the start of global routing: 25
  – First-pass GRT wire length: 6270 um
  – Initial antenna violation count: 0
  – Grt ovf: 0

Job
  – Max-cap viol count: 0
  – Tool warnings: 31
## worst max-delay path by stage
stage,start,endpoint,slack (ns),cells after the start
after CTS,ID_EX.rdata1_out[0],ALU_Out[12],-0.24,13
after global routing,ID_EX.rdata1_out[0],ALU_Out[28],-0.25,12
final,ID_EX.rdata1_out[0],ALU_Out[12],-0.15,12
## per-layer routing
metal,vias to the layer above,part of all wire (%),wire length [um],GRT usage [%]
li1,609,-,-,-
met1,560,49,1980,8.91
met2,76,45,1820,10.6
met3,0,6.4,260,2.07
met4,0,0,0,0.199
met5,-,0,0,0
## metrics by stage
step	hold WS, ns	setup slack [ns]	utilization (%)	TNS [ns]	total power, uW
after floorplan	0.389	0.00876	-	0	391
after global placement	0.445	-0.332	29.2	-6.27	377
after detailed placement	0.449	-0.372	29.2	-7.22	377
after CTS	0.459	-0.236	31.7	-2.58	602
after global routing	0.475	-0.254	32.7	-2.55	642
final	0.457	-0.152	32.7	-1.13	594
## cell type report
class                      instances  share of cell area (%)
timing repair buffer              64                    22.0
tap                               96                    5.38
clock buffer                       4                    2.47
inverter                          20                    3.48
sequential                        14                    15.8
multi-input combinational        169                    50.9
## layout by cell type (no fill, tap or decap), types with 6 or more instances in the layout
cell type,Yosys,final
ha_1,16,8
buf_4,105,18
o21ai_0,14,8
buf_6,0,6
conb_1,2,91
a21oi_2,0,7
clkdlybuf4s50_1,0,8
inv_1,20,14
dfrtp_1,14,13
buf_2,3,14
ha_4,0,7
clkbuf_2,0,10
## report_power, final
part           switching (uW)  total, uW  leakage, uW  internal (uW)
sequential               2.46        233     0.000165            230
combinational            62.8        147      0.00102           84.6
clock                    74.5        214    0.0000288            139
## registers in the layout (all words and copies together) (netlist names)
| signal | flops |
|---|---|
| ID_EX.opcode_out | 2 |
| ID_EX.rdata1_out | 2 |
| ID_EX.rdata2_out | 1 |
| IF_ID.instr_out | 3 |
| uut1.PC_out | 3 |
| uut4.instr | 3 |
## cell families after synthesis
kind of cell	Yosys count
buffers and inverters	129
AND-OR/OR-AND	30
AND/OR/NAND/NOR	23
adder cells (fa/ha/maj)	17
flip-flops	14
multiplexers	6
other	2
XOR/XNOR	2
## what timing repair did
item                                    CTS  global route
resized                                  96            38
pin swaps                                18            12
endpoints found under the setup margin   31            29
cloned                                    0             0
setup buffers                             9             5
No activity file was given, so power comes from the tool's default toggle rates.
